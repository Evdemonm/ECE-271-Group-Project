File: design/flow/run.sh
#!/bin/bash
# OpenROAD 26Q1-2900-gdf79404cd8, Yosys 0.63+post, stock flow scripts
make -C /OpenROAD-flow-scripts/flow DESIGN_CONFIG=/design/flow/config.mk WORK_HOME=/design/flow/orfs finish
File: design/flow/config.mk
export PLATFORM = sky130hd
export DESIGN_NAME = slowclock
export DESIGN_NICKNAME = slowclock
export VERILOG_FILES = /design/flow/design.v
export SDC_FILE = /design/flow/constraint.sdc
export NUM_CORES = 4
export LEC_CHECK = 1
export CORE_AREA = 10 10 97 97
export DIE_AREA = 0 0 107 107
File: design/flow/constraint.sdc
current_design slowclock

set clk_period 3.4
set clk_io_pct 0.2

create_clock -name clk0 -period $clk_period [get_ports {clk}]

set non_clock_inputs [all_inputs -no_clocks]
set_input_delay [expr $clk_period * $clk_io_pct] -clock clk0 $non_clock_inputs
set_output_delay [expr $clk_period * $clk_io_pct] -clock clk0 [all_outputs]
File: design/flow/design.v
module slowclock( input logic clk,
				     input logic reset,
					 output logic flip);
	    logic [32:0] Timer;
        always_ff @ (posedge clk, negedge reset)
			begin
				Timer <= Timer + 1;	
				if(!reset) 
					begin
						flip <= 0;
						Timer <= 0;
					end
				else
					if(Timer >= 1040000) 
						begin
							flip <= ~flip;	
							Timer <= 0;			
						end
			end
endmodule 
==> reports/summary.txt <==
Fin Setup TNS: 0 ns
final slew viol count: 0
Worst Setup Slack, final: 1.60 ns
overall global routing resource usage: 4.31%
dominant register cell: dfrtp_1
status: completed
CP max-delay cell: clkdlybuf4s50_1
Die W: 107 um
met1 Track Usage GR: 6.58%
post-synth cell types: 26
DRT antenna net count: 0
Cell Chain, Critical Path: clkdlybuf4s50_1
Layout Utilization: 23.3%
drt total wl: 2120 um
final RePlAce weighted congestion: 0.806
Die Area: 11400 um^2
max_cap viols: 0
met2 GRT Util: 5.93%
Seq/Total Area, Yosys: 60.3%
Critical path destination: flip
layout cells sized above 1: 12.3%
DRC viols: 0
reg2reg path depth: 5
Final period util: 52.9%
most common logic cells in the final layout: dfrtp_1, nor2_1, conb_1, xnor2_1, nand3_1
fill count: 813
met3 GRT Util: 1.39%
P_leak: 0.642 nW
clk sink count: 34
EDFF count, synth: 0
Wirelength per Cell: 8.67 um
Mapped Area: 1410 um^2
Yosys Instances: 124
largest net degree at the start of global routing: 35
pre-CTS WS: 1.73 ns
CTS tree: built
Max stage delay on crit path: 0.48 ns
boundary pin count: 3
RSZ-0062 raised after global routing: false
setup slack, reg-to-reg: 1.71 ns
Post-CTS Hold Buffers: 0
critical setup path kind: register to primary output
Critical R2R Capture: flip
First-pass DRT Iterations: 4
Post-synth ARST share: 100%
peak supply drop: 290 uV
Critical Path Source: flip
Post-CTS Setup Inserts: 0
Layout Skew: 0.00673 ns
Clock Path Buffers: 2
Critical Path Stages: 1
antenna violations before repair: 0
CP Capture Type: primary output
Area leader share: 60.3%
Post-CTS Resized: 0
total grt overflow: 0
Via density: 3.56
routed vias: 871
Min Clock Period, post-route: 1.80 ns
CP required: 2.72 ns
Comb area: 573 um^2
pwr dens: 426 nW/um^2
CTS H-tree lvls: 2
final cell count without fillers: 245
clk slew on worst S/H paths: 0.07 ns
Latency at later pin: 0.28 ns
Iter 0 DRT Violations: 43
cell family with most CP delay: buffers and inverters
first-pass GRT wire length: 4210 um
Root Driver: clkbuf_8
Initial Util: 19.4%
Inst Count DP: 237
Critical path buffers and inverters: 1
Synth flops: 34
PortBufs: 2
worst reg2reg startpoint: Timer[29]
final setup fails: 0
Area Overhead vs Synth: 20.5%
Mapped Cells: 124
largest area contributor in the netlist: dfrtp_1
vias in the first global route: 943
type of origin of the critical path: register
crit path max fanout: 2
CTS buffer count: 5
die outline height: 107 um
HP Class: register to register
dpl hpwl: 1410 um
diodes inserted: 0
Cell area leaders: dfrtp_1, xnor2_1, nor2_1, nand3_1, nor4_1
busiest layer in global routing: met1
Fmax achieved: 556 MHz
final hold vios: 0
row cnt: 31
hold slack: 0.476 ns
dominant logic cell type in the layout: dfrtp_1
Ys Warns: 1
crit path DAT: 1.12 ns
Yosys Chip Area: 1410 um^2
syn avg cell area: 11.4 um^2
Log Warnings: 27
storage element area: 851 um^2
Core Region: 7290 um^2
## worst min path at each step
stage | startpoint | end | slack (ns) | depth (start not counted)
after CTS | flip | flip | 0.49 | 1
after global routing | flip | flip | 0.51 | 1
final | flip | flip | 0.48 | 1
## sequential cells by signal (all words and copies together) (netlist names)
name	count
Timer	33
flip	1
## stage by stage
step           area (um^2)  total power, W
3_5_place_dp          1610        0.000435
5_1_grt               1700        0.000764
4_1_cts               1700        0.000737
3_3_place_gp          1610        0.000434
6_report              1700        0.000724
2_1_floorplan         1460        0.000424
## per-layer routing
layer | wire (um) | vias up
li1 | - | 451
met1 | 1160 | 412
met2 | 866 | 8
met3 | 94 | 0
met4 | 0 | 0
met5 | 0 | -
## cells in the mapped netlist, drive strengths merged (3+ instances only)
cell type	count
nand4	5
xor2	3
nor4	7
xnor2	13
nand2	4
nor2	20
dfrtp	34
nand3	8
nor3	6
inv	6
## cell families (layout without fill, tap and decap cells)
group,after synthesis,in the layout,synth area share (%)
AOI/OAI and AO/OA,8,8,4.34
buffers and inverters,8,18,2.30
adders and majority gates,2,2,1.77
DFF,34,34,60.3
other,1,13,0.266
xor gates and xnor gates,16,16,9.93
and+or+nand+nor,55,55,21.1
## report_power, final
part           leakage, nW  internal (W)  switching (W)
logic                0.149    0.00000247     0.00000911
clock network       0.0472      0.000162       0.000136
registers            0.446      0.000412     0.00000191
total                0.642      0.000577       0.000147
## final cells by class
| class | count | share of cell area (%) |
|---|---|---|
| clock inverter | 2 | 0.736 |
| multi-input combinational | 94 | 33.7 |
| timing repair buffer | 4 | 2.06 |
| sequential | 34 | 50.0 |
| inverter | 6 | 1.32 |
| tap | 99 | 7.28 |
| clock buffer | 6 | 4.86 |
Power is estimated from default activity; no workload was simulated.
