==> flow/design.v <==
module snes_clock(input  logic clk_i,		
				 input  logic reset_n,	
				 output logic clk_o);
		logic [13:0] count;	
		always_ff @ (posedge clk_i, negedge reset_n)			
			begin
				count <= count + 1;
				if(!reset_n)
					begin
						clk_o <= 0;
						count <= 0;
					end
				else
					if(count >= 25) 
						begin		
							clk_o <= ~clk_o;
							count <= 0;
						end
			end
endmodule
==> flow/run.sh <==
#!/bin/bash
# OpenROAD 26Q1-2900-gdf79404cd8, Yosys 0.63+post, stock flow scripts
make -C /OpenROAD-flow-scripts/flow DESIGN_CONFIG=/design/flow/config.mk WORK_HOME=/design/flow/orfs finish
==> flow/config.mk <==
export PLATFORM = sky130hd
export DESIGN_NAME = snes_clock
export DESIGN_NICKNAME = snes_clock
export VERILOG_FILES = /design/flow/design.v
export SDC_FILE = /design/flow/constraint.sdc
export NUM_CORES = 4
export LEC_CHECK = 1
export CORE_AREA = 10 10 80 80
export DIE_AREA = 0 0 90 90
==> flow/constraint.sdc <==
current_design snes_clock

set clk_period 1.8
set clk_io_pct 0.2

create_clock -name clk0 -period $clk_period [get_ports {clk_i}]

set non_clock_inputs [all_inputs -no_clocks]
set_input_delay [expr $clk_period * $clk_io_pct] -clock clk0 $non_clock_inputs
set_output_delay [expr $clk_period * $clk_io_pct] -clock clk0 [all_outputs]
==> impl_metrics.tcl <==
# implementation run metrics
set metrics [dict create \
    finalHoldViolCount 0 \
    p_leak_nw 0.326 \
    grt_use_total_pct 2.14 \
    clockRootBuffer "clkbuf_8" \
    fill_cells 512 \
    num_antenna_cells 0 \
    ys_sh_aoi_pct 10.3 \
    endpoint_kind "output pin" \
    dp_hpwl_um 610 \
    pin_count 3 \
    ys_cells 45 \
    avgSynthCellArea_um2 14.0 \
    tns_ns 0 \
    syn_to_final_growth_pct 28.0 \
    synth.logic.top_family "simple AND/OR/NAND/NOR gates" \
    drtPass1Iterations 3 \
    cts_made_buffers 3 \
    dp_slack_ns 0.335 \
    final_cell_mix "15 x dfrtp_1, 9 x conb_1, 5 x nor3_1" \
    post_cts_resized 0 \
    cpMaxStageDelayCell "clkdlybuf4s50_1" \
    ys_ff 15 \
    xor_area_share_pct 4.17 \
    drv_cap 0 \
    outcome "complete, no violations" \
    die_h_um 90 \
    grt_max_degree 16 \
    finalSetupViolations 0 \
    fin_skew_ns 0.00529 \
    antenna_found_initial 0 \
    cp-start-kind "flip-flop" \
    p_per_area_mw_per_mm2 782 \
    yosysTopAreaCell "dfrtp_1" \
    flop_area_um2 375 \
    min_period_ns 1.55 \
    fin_util_pct 17.1 \
    htree_levels 1 \
    drc 0 \
    crit_chain "clkdlybuf4s50_1" \
    timing.fmax_ghz 0.646 \
    clock-sinks 15 \
    grt_first_pass_wirelength_um 1500 \
    clkTransAtPathRegs_ns 0.06 \
    post_cts_buffers 0 \
    via_per_inst 2.57 \
    core-area_mm2 0.00472 \
    critPathMaxFanout 5 \
    synth_seq_share_pct 59.6 \
    crit_buf_inv 1 \
    simple_gate_share_pct 15.7 \
    ant_nets 0 \
    dpl-instance-area_um2 759 \
    mux_area_share_pct 0 \
    layout_top_cell "dfrtp_1" \
    rows 25 \
    ctsHoldBuffers 0 \
    netlist_area_um2 629 \
    worstPathRequired_ns 1.44 \
    slowest_delay_ns 0.51 \
    rsz0062_at_grt "no" \
    drive_gt1_share_pct 16.9 \
    dieArea_mm2 0.00810 \
    whs_ns 0.434 \
    netlist_top_cells_area "dfrtp_1 60%, ha_1 6.0%, o2bb2ai_4 4.4%" \
    yosys_warnings 1 \
    yosysTopAreaCellShare_pct 59.6 \
    finalWirelength_um 820 \
    drt_iter0_drc 20 \
    tritoncts "built" \
    path_delay_family "buffers and inverters" \
    worstPathArrival_ns 1.19 \
    gp_congestion 0.759 \
    setup_ws_ns 0.251 \
    fp_util_pct 13.3 \
    netlist-cell-type-count 20 \
    ir_worst_vdd_mv 0.214 \
    finalCritPeriodShare_pct 86.0 \
    numPortBuffers 2 \
    yosys-stat-area_um2 629 \
    die_w_um 90 \
    min_path_type "in2async" \
    crit_type "reg2out" \
    logic_area_um2 262 \
    insertion_delay_ns 0.24 \
    warning_count 27 \
    maxSlewViolCount 0 \
    syn_inst 45 \
    ys_sh_adder_pct 5.96 \
    wl_per_cell_um 6.51 \
    cts_buffer_depth 2 \
    overflow 0 \
    vias 324 \
    grt_pass1_vias 355 \
    finish.instance_area_um2 806 \
]
[sequential cells by signal, indices dropped and copies added, names as in the netlist]
register / count
clk_o: 1
count: 14
[per-layer routing]
metal | wire length [um] | GRT usage [%] | vias up | part of all wire [%]
met5 | 0 | 0 | - | 0
met4 | 10 | 0.663 | 0 | 1.2
met3 | 40 | 1.01 | 2 | 4.9
met2 | 336 | 3.33 | 2 | 41
met1 | 433 | 2.58 | 146 | 53
li1 | - | - | 174 | -
[worst paths after layout]
path	slack, ns	from	to	cells after the start
max	0.25	clk_o	clk_o	1
min	0.43	reset_n	count[3]	2
max reg2reg	0.34	count[0]	count[4]	4
min reg2reg	0.53	count[0]	count[0]	1
max in group asynchronous	1.19	reset_n	count[7]	2
min in group clk0	0.53	count[0]	count[0]	1
[area by class of cell]
type,count,share of cell area [%]
Sequential cell,15,46.6
Inverter,3,1.40
Timing Repair Buffer,3,3.42
Clock inverter,1,0.621
Multi-Input combinational cell,34,32.5
Tap cell,67,10.4
Clock buffer,3,5.12
[metrics by stage]
step	cells	total power, mW
6_report	126	0.630
5_1_grt	126	0.665
4_1_cts	126	0.639
3_5_place_dp	122	0.378
3_3_place_gp	122	0.376
2_1_floorplan	53	0.367
[kinds of logic (layout without fill, tap and decap cells)]
family | count (synthesis) | in the layout
flops | 15 | 15
xor+xnor | 3 | 3
simple gates | 14 | 14
buf+inv | 4 | 10
fa+ha+maj | 3 | 3
compound gates | 5 | 5
other cells | 1 | 9
[worst register-to-register path, stage by stage, from the launching register on]
cell and delay [ns]:
dfrtp_1 0.42, ha_1 0.25, nor3b_4 0.29, o211ai_1 0.21, nor3_1 0.22
[synthesized netlist by cell type]
cell type  count
a211oi_2       1
o21ba_1        1
and3b_1        1
conb_1         1
o2bb2ai_4      1
inv_1          3
or3_4          1
nand2_1        1
buf_6          1
nor4_2         1
nor3_1         5
a21boi_0       1
nor2_1         1
xnor2_1        1
o211ai_1       1
nor3b_4        1
xor2_1         2
dfrtp_1       15
ha_1           3
nand3_1        3
[where the power goes]
part           switching, mW  internal, mW  leakage [nW]  total (mW)
Sequential           0.00389         0.348         0.189       0.352
Combinational         0.0124       0.00723         0.111      0.0197
Clock                  0.106         0.153        0.0255       0.259
Total                  0.122         0.508         0.326       0.630
No activity file was given, so power comes from the tool's default toggle rates.
