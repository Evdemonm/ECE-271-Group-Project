--- /design/flow/design.v ---
module PS2_holdShiftreg(input  logic clk,
				input  logic reset, 
				input  logic serial_data_in,
				output logic [54:0] parallel_data_out);
always @ ( posedge clk or negedge reset)
	begin
	  if (!reset) 
		begin
			parallel_data_out <= 55'b0;
		end
	  else  
		 parallel_data_out[54:0] <= {parallel_data_out[53:0],serial_data_in};
	end
endmodule
--- /design/flow/run.sh ---
#!/bin/bash
# OpenROAD 26Q1-2900-gdf79404cd8, Yosys 0.63+post, stock flow scripts
make -C /OpenROAD-flow-scripts/flow DESIGN_CONFIG=/design/flow/config.mk WORK_HOME=/design/flow/orfs finish
--- /design/flow/config.mk ---
export PLATFORM = sky130hd
export DESIGN_NAME = PS2_holdShiftreg
export DESIGN_NICKNAME = PS2_holdShiftreg
export VERILOG_FILES = /design/flow/design.v
export SDC_FILE = /design/flow/constraint.sdc
export NUM_CORES = 4
export LEC_CHECK = 1
export CORE_AREA = 10 10 112 112
export DIE_AREA = 0 0 122 122
--- /design/flow/constraint.sdc ---
current_design PS2_holdShiftreg

set clk_period 1.0
set clk_io_pct 0.2

create_clock -name clk0 -period $clk_period [get_ports {clk}]

set non_clock_inputs [all_inputs -no_clocks]
set_input_delay [expr $clk_period * $clk_io_pct] -clock clk0 $non_clock_inputs
set_output_delay [expr $clk_period * $clk_io_pct] -clock clk0 [all_outputs]
==> results.ini <==
[sta]
slew_violations=0
worst_slack_ps=-39.0
timing.final.crit_period_ps=1040
tightest_slew_ps=290
slew_headroom_pct=80.7
rsz0062_at_grt=true
whs_ps=-118
hold_viol=55
skew_ps=6.03
finalCritPeriodShare_pct=104
fmax_mhz=962
setup-violations-final=30

[global_routing]
grt_pass1_wl_mm=4.96
grt_pass1_vias=872
grt.met1_usage_pct=6.46
antenna_found_initial=0
overflow=0
gr-usage-all-layers_pct=4.30
gr-max-usage-layer=met1
grt_start_max_net_pins=56
use_met3_pct=3.00
grt_util_met2_pct=5.05

[pwr]
seqPwrFrac_pct=62.0
p_switching_uw=846
p_sw_share_pct=22.1
clkPwrFrac_pct=31.5
ir_drop_mv=0.670
powerDensity_nw_per_um2=1690
p_comb_share_pct=6.5
cellLeakagePower_uw=0.00114
p_int_uw=2980

[critical_path]
cpPeakStageDelay_ps=410
crit_chain=buf_2
critPathTopFamily=flip-flops
cp-end-kind=output pin
required_ps=800
cp_slowest_cell=dfrtp_1
r2r_start=parallel_data_out[2]$_DFF_PN0_
cp_max_fo=2
cp.arrival_ps=840
r2r_end=parallel_data_out[3]$_DFF_PN0_
rr_worst_depth=3
cp-start-kind=flip-flop
r2r_slack_ps=150
path_buffers=1
path_class=flip-flop to output pin

[floorplanning]
fp_util_pct=13.5
ios=58
die_area_sq_um=14900
dieHeight_um=122
core_sq_um=10200
placementRows=37
die_w_um=122

[final_layout]
reg_top3=parallel_data_out x55
comb_cells=0
layout-drive-gt1-share_pct=65.6
register_area_sq_um=1380
mi_logic_area_sq_um=0
finish.utilization_pct=22.1
final.fill_count=1071
largest-register=parallel_data_out
largest_reg_flops=55
area_growth_pct=64.3

[outcome]
violations=hold timing, setup timing
status=finished, violations left

[synth]
syn_avg_cell_area_sq_um=25.0
yosys_cells=55
yosys_area_sq_um=1380
yosys_warnings=1
ys_seq_share_pct=100
synth.distinct_cells=1
top_area_share_pct=100
postSynthCellCount=55
ys_ff=55
topCellsByArea=dfrtp_1 (100%)
synth_top_cell_by_area=dfrtp_1
syn_area_sq_um=1380

[cts]
cts_inserted_buffers=5
insertion_delay_ps=300
ctsHtreeMaxLevel=2
path_clk_slew_ps=90
clock_path_buffers=2
clock_sinks=55
cts_tree=done
root_buffer=clkbuf_8

[detailed_routing]
ant_nets=0
drt_first_iter_violations=23
wl_mm=3.20
viasPerCell=2.79
via_count=833
drt_pass1_iterations=2
drc_errors=0
num_antenna_cells=0
wl_per_cell_um=10.7

[worst_hold_path]
hold_path.class=input port to async pin

[placement]
place_worst_setup_slack_ps=-68.5
gp_congestion=0.715
io_buffers=57

[run]
warning_count=29
max_cap_viol_count=0

## Yosys cell counts
library cell,n
dfrtp_1,55
## what timing repair did
action,4_1_cts,5_1_grt
pin swaps,0,0
buffers inserted,14,5
hold endpoints to repair,55,55
setup endpoints to repair,55,55
gates resized,168,0
## routing by layer
layer  vias up  share of wire, %
li1        387                 -
met1       394                49
met2        48                35
met3         4                15
met4         0              0.91
met5         -                 0
## cells by family (layout without fill, tap and decap cells)
logic type / after synthesis / in the layout / synth area share (%)
flip-flops: 55 / 55 / 100
buffers and inverters: 0 / 108 / 0
## per-stage QoR
stage / std cells / setup TNS [ps] / hold WS (ps) / power [uW] / instance area, sq um
after floorplan: 55 / 0 / -95.6 / 2380 / 1380
after global placement: 272 / -388 / 218 / 2730 / 2300
after detailed placement: 272 / -260 / 220 / 2720 / 2300
after CTS: 294 / -1400 / -119 / 3910 / 2220
after global routing: 299 / -3210 / -106 / 4060 / 2260
final: 299 / -242 / -118 / 3820 / 2260
## power groups by stage
stage	Sequential, uW	Combinational, uW	Clock [uW]
CTS	2370	248	1290
global route	2380	285	1390
finish	2370	248	1200
## layout make-up
type | instances | share of cell area [%]
tap | 136 | 7.53
sequential | 55 | 60.9
clock inverter | 3 | 0.885
clock buffer | 5 | 3.04
timing repair buffer | 100 | 27.7
## worst max path at each step
stage                          startpoint                    end  slack, ps  cells past startpoint
4_1_cts   parallel_data_out[32]$_DFF_PN0_  parallel_data_out[32]        -70                      1
5_1_grt   parallel_data_out[32]$_DFF_PN0_  parallel_data_out[32]        -90                      1
6_report  parallel_data_out[32]$_DFF_PN0_  parallel_data_out[32]        -40                      1
## placed cells by master (no fill, tap or decap), drive strengths merged
cell and n:
dfrtp 55, clkinvlp 2, buf 99, clkinv 1
clkbuf 5, clkdlybuf4s50 1
Power and IR drop assume default switching activity.
